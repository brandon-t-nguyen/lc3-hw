### run.sh
#!/bin/bash
# OpenROAD 26Q1-2900-gdf79404cd8, Yosys 0.63+post, stock flow scripts
make -C /OpenROAD-flow-scripts/flow DESIGN_CONFIG=/design/flow/config.mk WORK_HOME=/design/flow/orfs finish
### constraint.sdc
current_design mem_microchip

set clk_period 1.8
set clk_io_pct 0.2

create_clock -name clk0 -period $clk_period [get_ports {clk}]

set non_clock_inputs [all_inputs -no_clocks]
set_input_delay [expr $clk_period * $clk_io_pct] -clock clk0 $non_clock_inputs
set_output_delay [expr $clk_period * $clk_io_pct] -clock clk0 [all_outputs]
### design.v
module clk_div_e #(parameter DIV = 2)
    (
        input  wire arst_n,
        input  wire clk_ref,
        output reg  clk_out
    );
    localparam CNT_VAL  = DIV>>1;
    localparam CNT_SIZE = $clog2(CNT_VAL) + 1;
    reg [CNT_SIZE-1:0] cnt;
    initial begin
        cnt = 0;
        clk_out = 0;
    end
    always @(posedge clk_ref or negedge arst_n) begin
        if (!arst_n) begin
            cnt <= 0;
            clk_out <= 0;
        end else begin
            if (cnt == CNT_VAL - 1) begin
                cnt <= 0;
                clk_out <= ~clk_out;
            end else begin
                cnt <= cnt + 1;
            end
        end
    end
endmodule
module clk_div_o #(parameter DIV = 3)
    (
        input  wire arst_n,
        input  wire clk_ref,
        output wire clk_out
    );
    localparam CNT_VAL  = DIV - 1;
    localparam CNT_SIZE = $clog2(CNT_VAL) + 1;
    reg [CNT_SIZE-1:0] cnt;
    reg [1:0] tff;       
    wire [1:0] tff_en;
    assign tff_en[0] = (cnt == 0);                  
    assign tff_en[1] = (cnt == ((DIV + 1) >> 1));   
    assign clk_out = tff[0] ^ tff[1];
    initial begin
        cnt = 0;
        tff <= 0;
    end
    always @(posedge clk_ref or negedge arst_n) begin
        if (!arst_n) begin
            cnt <= 0;
            tff[0] <= 0;
        end else begin
            cnt <= (cnt != CNT_VAL) ? cnt + 1 : 0;
            tff[0] <= tff[0] ^ tff_en[0];
        end
    end
    always @(negedge clk_ref) begin
        if (!arst_n) begin
            tff[1] <= 0;
        end else begin
            tff[1] <= tff[1] ^ tff_en[1];
        end
    end
endmodule
module mem_microchip
    (
        input   wire    arst_n,
        input   wire    clk,
        input  wire        init_txn,
        input  wire        wtxn,
        input  wire [15:0] addr,
        input  wire [15:0] wdata,
        output wire [15:0] rdata,
        output wire        rdy,      
        output wire        sck,      
        output wire [1:0]  mosi,
        input  wire [1:0]  miso,
        output wire [1:0]  cs_n      
    );
    localparam INST_READ = 8'b0000_0011;
    localparam INST_WRIT = 8'b0000_0010;
    localparam ST_IDLE  = 0;
    localparam ST_INST  = 1;
    localparam ST_WAIT  = 2;
    localparam ST_FAULT = 3;
    localparam NUM_STATES = 3;
    localparam STATE_SIZE = $clog2(NUM_STATES);
    reg [STATE_SIZE-1:0] cs;
    reg [1:0]  sel;
    assign cs_n = ~sel;  
    reg [31:0] shf_o[0:1];
    reg [7:0]  shf_i[0:1];
    reg        r_wren;   
    reg [15:0] r_addr;
    reg [15:0] r_wdata;
    reg [15:0] r_rdata; assign rdata = r_rdata;
    reg [5:0]  r_cnt;    
    wire clk_sck;
    wire div_arst_n;
    clk_div_o #(5) div_sck (div_arst_n, clk, clk_sck);
    reg [STATE_SIZE-1:0] ns;
    reg o_rdy; assign rdy = o_rdy;
    reg o_set_sel;   
    reg o_clr_sel;   
    reg o_ld_addr;   
    reg o_ld_wdata;  
    reg o_ld_rdata;  
    reg o_ld_shf_o;  
    reg o_ld_wren;   
    reg o_rst_cnt;   
    reg o_rst_div; assign div_arst_n =  ~o_rst_div;  
    reg o_sck_en; assign sck = o_sck_en & clk_sck;  
    reg o_shf_en;    
    wire q_init = init_txn;
    wire q_wren = r_wren;
    always @(*) begin
        ns = ST_FAULT;
        o_rdy       = 0;
        o_set_sel   = 0;
        o_clr_sel   = 0;
        o_ld_addr   = 0;
        o_ld_wdata  = 0;
        o_ld_rdata  = 0;
        o_ld_shf_o  = 0;
        o_ld_wren   = 0;
        o_rst_cnt   = 0;
        o_rst_div   = 0;
        o_sck_en    = 0;
        o_shf_en    = 0;
        case (cs)
        ST_IDLE: begin
            if (q_init) begin
                ns = ST_INST;
                o_ld_addr   = 1;
                o_ld_wdata  = 1;
                o_ld_wren   = 1;
                o_rst_cnt   = 1;
            end else begin
                ns = ST_IDLE;
                o_rdy       = 1;
                o_clr_sel   = 1;
            end
        end
        ST_INST: begin
            ns = ST_WAIT;
            o_ld_shf_o = 1;
            o_set_sel  = 1;
            o_rst_div  = 1;
        end
        ST_WAIT: begin
            if (r_cnt == 32) begin
                ns = ST_IDLE;
                o_ld_rdata = !q_wren;  
            end else begin
                ns = ST_WAIT;
                o_sck_en = 1;
                o_shf_en = 1;
            end
        end
        endcase
    end
    initial begin
        cs <= ST_IDLE;
        r_wren <= 0;
        r_addr <= 0;
        r_wdata <= 0;
        r_rdata <= 0;
        r_cnt <= 0;
        sel <= 0;
    end
    always @(posedge clk or negedge arst_n) begin
        if (!arst_n) begin
            cs <= ST_IDLE;
            r_wren <= 0;
            r_addr <= 0;
            r_wdata <= 0;
            r_rdata <= 0;
            r_cnt <= 0;
            sel <= 0;
        end else begin
            cs <= ns;
            if (o_set_sel) begin
                sel <= r_addr[15] ? 2'b10 : 2'b01;
            end else if (o_clr_sel) begin
                sel <= 2'b00;
            end
            if (o_ld_addr)  r_addr  <= addr;
            if (o_ld_wdata) r_wdata <= wdata;
            if (o_ld_rdata) r_rdata <= {shf_i[1], shf_i[0]};
            if (o_ld_shf_o) begin
                if (q_wren) begin
                    shf_o[0] <= {INST_WRIT, r_addr, r_wdata[7:0]};
                    shf_o[1] <= {INST_WRIT, r_addr, r_wdata[15:8]};
                end else begin
                    shf_o[0] <= {INST_READ, r_addr, 8'h00};
                    shf_o[1] <= {INST_READ, r_addr, 8'h00};
                end
            end
            if (o_ld_wren)  r_wren  <= wtxn;
            if (o_rst_cnt) r_cnt <= 0;
        end
    end
    always @(negedge sck) begin
        if (o_shf_en) begin
            shf_o[0] <= {shf_o[0][30:0], 1'b0};
            shf_o[1] <= {shf_o[1][30:0], 1'b0};
        end
    end
    always @(posedge sck) begin
        if (o_shf_en) begin
            r_cnt <= r_cnt + 1;
            shf_i[0] <= {shf_i[0][6:0], miso[0]};
            shf_i[1] <= {shf_i[1][6:0], miso[1]};
        end
    end
    assign mosi[0] = shf_o[0][31];
    assign mosi[1] = shf_o[1][31];
endmodule
### config.mk
export PLATFORM = sky130hd
export DESIGN_NAME = mem_microchip
export DESIGN_NICKNAME = mem_microchip
export VERILOG_FILES = /design/flow/design.v
export SDC_FILE = /design/flow/constraint.sdc
export NUM_CORES = 4
export LEC_CHECK = 1
export CORE_AREA = 10 10 70 70
export DIE_AREA = 0 0 80 80
==> job_summary.md <==
## PnR job results

| Metric | Value |
|---|---|
| Number of global-route vias before repair | around 400 |
| Die Wd | 80 um |
| Critical path data arrival time | approximately 1.9 ns |
| Total via count in the routed design | around 390 |
| Starting utilization of the core area | 0.1722 |
| Clock tree from TritonCTS | yes |
| WL met2 | around 460 um |
| Number of CTS-inserted buffers | 3 |
| Routed WL per cell | 8.102 um |
| Global routing usage summed across all routing layers | 0.03180 |
| Nature of the critical path endpoint | primary output |
| Clock insertion delay at the later pin of the skew report | between 0.3 and 0.4 ns |
| Gr ovfl total | 0 |
| Power density over the cells | between 500 and 600 mW/mm^2 |
| Nature of the critical path startpoint | register |
| Yosys synthesis chip area | 588.1 um^2 |
| Crit path required time | approximately 1.4 ns |
| Count of synthesis-stage warnings from yosys | ~140 |
| Count of boundary I/O pins | about 60 |
| Number of nets with antenna violations after detailed routing | 0 |
| Startpoint-to-endpoint class of the critical path | register to primary output |
| Number of optimization iterations in the first detailed-route pass | 2 |
| Clock sinks | 10 |
| Clock root buffer master | sky130_fd_sc_hd__clkbuf_4 |
| Count of input and output buffers | 7 |
| Top library cells by usage in the layout, fill and taps aside | sky130_fd_sc_hd__conb_1, sky130_fd_sc_hd__dfrtp_1, sky130_fd_sc_hd__buf_4 |
| Clock H-tree levels | 1 |
| Cell count after synthesis | 62 |
| Design Power | ~0.4 mW |
| Final number of hold-violating endpoints | 0 |
| Synth Cell Area | about 600 um^2 |
| Routed wire length | 1029 um |
| Commonest Layout Cell | sky130_fd_sc_hd__conb_1 |
| Post-layout instance count excluding filler cells | roughly 130 |
| Worst voltage drop across the vdd grid | about 0.14 mV |
| Setup repair after global routing missed its margin | yes |
| DRT iter0 DRCs | 7 |
| Lkg Pwr | around 0.37 nW |
| Number of register bits inferred by synthesis | 10 |
| Number of warnings in the stage logs | between 60 and 70 |
| Largest net degree at the start of global routing | 7 |
| Overall chip area | around 0.0064 mm^2 |
| Number of standard cells reported by yosys | slightly above 60 |
| Total inserted antenna cells | 0 |
| Synth cell types | 19 |
| Die outline height | approximately 80 um |
| Number of endpoints failing setup at the final stage | 3 |
| Routability cong. | roughly 0.76 |
| Total length of routed met3 wires | 123 um |
| Syn Area/Cell | ~9.5 um^2 |
| Wire length of the first global-routing pass | between 1500 and 2000 um |
| Number of fillers in the final layout | 378 |
| Number of antenna violations at the first check in global routing | 0 |
| Number of placed instances with taps included | 119 |
| Vias per Instance | ~3.0 |
| Worst hold path type | primary input to asynchronous set/reset pin |
| Share of synthesized area occupied by flip-flops and latches | 0.4170 |
| Clock slew seen by the registers of the worst setup and hold paths | approximately 0.060 ns |
| DRC violation count after routing | 0 |
| CORE AREA | 0.003416 mm^2 |
| Area Growth Syn to Fin | 28.72% |
| Total half-perimeter wirelength after legalization and detailed placement | a little under 900 um |
| Count of maximum capacitance violations | 0 |
| Worst setup slack after layout | -0.4790 ns |
| Number of slew-limit violations in the final report | 0 |
| Hold-fix buffers, CTS | 0 |
| Largest fanout of any net on the critical path | 2 |
| Site row count | 21 |
| CTS Buffer Depth | 2 |
| Violations in the final reports | setup timing |
| Wire length on met1 | ~450 um |
| Setup skew after layout | 0.05222 ns |
| Status | finished, violations left |
| Proportion of layout cells with a drive suffix above 1 | 0.2593 |
| Highest metal layer used by the detailed router | met3 |
==> per-layer routing <==
metal	vias up	GRT usage
li1	192	-
met1	176	0.03349
met2	17	0.05056
met3	0	0.02500
met4	0	0.003521
met5	-	0
==> worst paths after layout <==
path                                           startpoint                   endpoint  slack [ns]  depth (start not counted)
worst max-delay path            div_sck.tff[1]$_SDFF_NN0_                        sck       -0.48                          3
worst min register to register            cs[1]$_DFF_PN0_   div_sck.cnt[1]$_DFF_PN0_        0.35                          2
min in group clk0                  r_addr[15]$_DFFE_PN0P_         sel[0]$_DFFE_PN0P_        0.49                          1
max in group asynchronous                 cs[0]$_DFF_PN0_   div_sck.tff[0]$_DFF_PN0_        1.17                          2
worst min-delay path                               arst_n            cs[1]$_DFF_PN0_        0.31                          1
worst max register to register   div_sck.cnt[1]$_DFF_PN0_  div_sck.tff[1]$_SDFF_NN0_       -0.07                          4
==> final cells by class <==
type / count / area (um^2) / area share
multi-input cells: 43 / 264.0 / 0.3488
flip-flops and latches: 10 / 246.5 / 0.3256
repair buffers: 16 / 132.6 / 0.1752
well taps: 46 / 57.56 / 0.07603
inverters: 7 / 26.28 / 0.03471
clock buffers: 3 / 22.52 / 0.02975
clock inverters: 2 / 7.507 / 0.009917
==> through the flow <==
stage | instance area (um^2) | setup TNS, ns | hold WS, ns | worst slack, ns | utilization
2_1_floorplan | 656.9 | -0.07303 | 0.06441 | -0.07303 | -
3_3_place_gp | 686.9 | -0.6357 | 0.3566 | -0.5469 | 0.2011
3_5_place_dp | 686.9 | -0.6742 | 0.3597 | -0.5482 | 0.2011
4_1_cts | 742.0 | -0.6944 | 0.3060 | -0.5138 | 0.2172
5_1_grt | 757.0 | -0.8478 | 0.3182 | -0.5706 | 0.2216
6_report | 757.0 | -0.6105 | 0.3117 | -0.4790 | 0.2216
==> synth_stat cells <==
| library cell | count | area [um^2] |
|---|---|---|
| sky130_fd_sc_hd__nor2_1 | 2 | 7.510 |
| sky130_fd_sc_hd__dfxtp_1 | 1 | 20.02 |
| sky130_fd_sc_hd__and2b_1 | 1 | 7.510 |
| sky130_fd_sc_hd__o21ai_1 | 1 | 5.000 |
| sky130_fd_sc_hd__ha_1 | 3 | 37.54 |
| sky130_fd_sc_hd__dfrtp_1 | 9 | 225.2 |
| sky130_fd_sc_hd__nand2_2 | 1 | 6.260 |
| sky130_fd_sc_hd__inv_1 | 8 | 30.03 |
| sky130_fd_sc_hd__nor2_2 | 1 | 6.260 |
| sky130_fd_sc_hd__mux2_4 | 1 | 15.01 |
| sky130_fd_sc_hd__a21boi_0 | 1 | 7.510 |
| sky130_fd_sc_hd__o21ai_0 | 2 | 10.01 |
| sky130_fd_sc_hd__conb_1 | 1 | 3.750 |
| sky130_fd_sc_hd__and2b_2 | 1 | 8.760 |
| sky130_fd_sc_hd__xnor2_1 | 3 | 26.28 |
| sky130_fd_sc_hd__a21oi_1 | 2 | 10.01 |
| sky130_fd_sc_hd__nor3b_1 | 1 | 7.510 |
| sky130_fd_sc_hd__buf_4 | 18 | 135.1 |
| sky130_fd_sc_hd__nand2_1 | 5 | 18.77 |
==> where the power goes <==
group | internal [mW] | switching, mW | leakage, nW
combinational | 0.00772 | 0.00606 | 0.238
clock | 0.0828 | 0.0746 | 0.0207
sequential | 0.225 | 0 | 0.116
total | 0.315 | 0.0807 | 0.374
==> cells by family after synthesis <==
group           synth area share
compound gates           0.05532
buf+inv                   0.2809
xor+xnor                 0.04469
flops                     0.4170
mux                      0.02552
fa+ha+maj                0.06384
simple gates              0.1064
other cells             0.006377
==> state kept, by name, indices dropped and copies added (netlist names) <==
register and flops:
cs 2, div_sck.cnt 3, div_sck.tff 2, r_addr 1, sel 2
==> repair_timing <==
item | CTS | global route
buffers inserted | 2 | 2
gates resized | 6 | 0
pin swaps | 3 | 5
setup endpoints to repair | 3 | 3
==> critical path: stages, from the launching register on <==
cell and delay [ns]:
sky130_fd_sc_hd__dfxtp_2 0.31, sky130_fd_sc_hd__xnor2_1 0.11, sky130_fd_sc_hd__nor3b_1 0.16, sky130_fd_sc_hd__buf_2 0.12
Power figures rest on the tool's default switching activity, not on a simulated workload.
