==> design.v <==
module spram #(parameter ADDR_WIDTH = 8, DATA_WIDTH = 8, DATA_DEPTH = 256)
    (
        input   wire                    clk,
        input   wire                    en,
        input   wire                    wr_en,
        input   wire [ADDR_WIDTH-1:0]   addr,
        input   wire [DATA_WIDTH-1:0]   wr_data,
        output  reg  [DATA_WIDTH-1:0]   rd_data
    );
    reg [DATA_WIDTH-1:0] mem[0:DATA_DEPTH-1];
    always @(posedge clk) begin
        if (en) begin
            if (wr_en) begin
                mem[addr] <= wr_data;
            end else begin
                rd_data <= mem[addr];
            end
        end
    end
endmodule
module dpram #(parameter ADDR_WIDTH = 8, DATA_WIDTH = 8, DATA_DEPTH = 256)
    (
        input   wire                    clk,
        input   wire                    en,
        input   wire                    wr_en,
        input   wire [ADDR_WIDTH-1:0]   wr_addr,
        input   wire [DATA_WIDTH-1:0]   wr_data,
        input   wire [ADDR_WIDTH-1:0]   rd_addr,
        output  reg  [DATA_WIDTH-1:0]   rd_data
    );
    reg [DATA_WIDTH-1:0] mem[0:DATA_DEPTH-1];
    always @(posedge clk) begin
        if (en) begin
            if (wr_en) begin
                mem[wr_addr] <= wr_data;
            end
            rd_data <= mem[rd_addr];
        end
    end
endmodule
==> run.sh <==
#!/bin/bash
# OpenROAD 26Q1-2900-gdf79404cd8, Yosys 0.63+post, stock flow scripts
make -C /OpenROAD-flow-scripts/flow DESIGN_CONFIG=/design/flow/config.mk WORK_HOME=/design/flow/orfs finish
==> config.mk <==
export PLATFORM = sky130hd
export DESIGN_NAME = spram
export DESIGN_NICKNAME = spram
export VERILOG_FILES = /design/flow/design.v
export SDC_FILE = /design/flow/constraint.sdc
export NUM_CORES = 4
export LEC_CHECK = 1
export CORE_UTILIZATION = 40
==> constraint.sdc <==
current_design spram

set clk_period 16.0
set clk_io_pct 0.2

create_clock -name clk0 -period $clk_period [get_ports {clk}]

set non_clock_inputs [all_inputs -no_clocks]
set_input_delay [expr $clk_period * $clk_io_pct] -clock clk0 $non_clock_inputs
set_output_delay [expr $clk_period * $clk_io_pct] -clock clk0 [all_outputs]
==> impl_metrics.env <==
# yosys + openroad results
export IMPL_cap_violations=0
export IMPL_fin_area_sq_um=88400
export IMPL_clock_sinks=2056
export IMPL_required_ns=16.54
export IMPL_cts_max_level=4
export IMPL_clk_pin_slew_ns=0.06
export IMPL_core_area_sq_um=195000
export IMPL_seq_power_share=0.551
export IMPL_rsz0062_at_grt="no"
export IMPL_cts_tree="built"
export IMPL_post_route_period_util=0.454
export IMPL_avgSynthCellArea_sq_um=22.2
export IMPL_insertion_delay_ns=0.83
export IMPL_port_buffers=26
export IMPL_layout_min_cycle_time_ns=7.26
export IMPL_yosys_stat_area_sq_um=78400
export IMPL_clockPowerShare=0.405
export IMPL_drt_vias_per_instance=5.65
export IMPL_worstPathArrival_ns=7.79
export IMPL_place_area_sq_um=82400
export IMPL_cts_buffer_depth=3
export IMPL_drive_gt1_frac=0.255
export IMPL_finalHoldViolations=0
export IMPL_yosysUniqueCellTypes=21
export IMPL_endpoint_kind="register"
export IMPL_chipArea_sq_um=198000
export IMPL_ant_nets=0
export IMPL_run_status="completed"
export IMPL_n_fill_cell=15873
export IMPL_tool_warnings=26
export IMPL_worstMarginPinSlew_ns=1.18
export IMPL_min_path_type="reg -> reg"
export IMPL_area_growth_pct=12.9
export IMPL_peakVddDrop_mv=0.115
export IMPL_grt_overflow=0
export IMPL_die_height_um=445
export IMPL_switching_power_w=0.00223
export IMPL_drt_initial_drc_count=2573
export IMPL_vias=36624
export IMPL_fin_setup_tns_ns=0
export IMPL_p_leak_nw=26.6
export IMPL_cts_hold_buf=0
export IMPL_grt_max_degree=93
export IMPL_die_w_um=445
export IMPL_numSynthFlops=2056
export IMPL_hpwl_um=111000
export IMPL_top_cells_by_area="edfxtp_1 (79%), mux4_2 (15%), a22oi_1 (2.5%), nor2_1 (1.2%), a21oi_1 (0.82%)"
export IMPL_fmax_ghz=0.138
export IMPL_postCtsSetupBuffers=0
export IMPL_ys_seq_share=0.788
export IMPL_ys_warn_count=1
export IMPL_swShare=0.207
export IMPL_avgRoutedWirePerCell_um=29.3
export IMPL_setup_violations=0
export IMPL_grt_pass1_wl_um=276000
export IMPL_cts_resized=0
export IMPL_antenna_found_initial=6
export IMPL_initCoreUtil=0.402
export IMPL_top_area_frac=0.788
export IMPL_drc=0
export IMPL_path_class="in -> reg"
export IMPL_dr_pass1_iters=5
export IMPL_synthArstFlopShare=0
export IMPL_powerDensity_nw_per_um2=122
export IMPL_ys_top_cells_by_count="edfxtp_1 (2056), mux4_2 (512), nor2_1 (259)"
export IMPL_grt_pass1_vias=40415
export IMPL_routed_wl_um=190000
export IMPL_place_congestion=0.852
export IMPL_p_int_w=0.00854
export IMPL_cts_buffers=199
export IMPL_track_usage=0.214
export IMPL_start_kind="primary input"
export IMPL_syn_area_sq_um=78400
export IMPL_edf_count=2056
export IMPL_io_pins=27
export IMPL_ys_cells=3526
export IMPL_top_area_cell="edfxtp_1"
export IMPL_max_slew_margin_rel=0.201
export IMPL_yosysMostFrequentCell="edfxtp_1"
export IMPL_clock_root_buffer="clkbuf_16"
export IMPL_ys_flop_type="edfxtp_1"
export IMPL_pwr_share_comb=0.044
export IMPL_worst_path_max_fanout=65
export IMPL_row_count=162
export IMPL_synth_cells=3526
export IMPL_skew_ns=0.0434
export IMPL_slew_violations=0
[power groups by stage]
stage	clock, W	combinational, W	sequential [W]
finish	0.00437	0.000469	0.00594
CTS	0.00444	0.000478	0.00594
global route	0.00465	0.000507	0.00594
[stage by stage]
stage               worst slack, ns  cells  total power [W]  utilization  hold WS (ns)
floorplan                     10.50   3526          0.00630            -         0.896
global placement               7.83   6127          0.00653        0.423          1.00
detailed placement             7.81   6127          0.00653        0.423          1.01
CTS                            8.70   6477           0.0109        0.454          1.01
global route                   8.42   6477           0.0111        0.454          1.09
finish                         8.74   6480           0.0108        0.454         0.992
[layer usage]
layer | GRT usage | wire length [um] | vias up
met3 | 0.148 | 29000 | 311
met5 | 0.00781 | 202 | -
met2 | 0.323 | 92800 | 2008
met4 | 0.0447 | 5030 | 6
met1 | 0.265 | 62700 | 18914
li1 | - | - | 15385
[sequential cells by signal, summed over array words and instances (netlist names)]
signal	cells
rd_data	8
mem	2048
[critical path, stage by stage]
cell	delay [ns]
buf_8	0.39
buf_4	0.58
buf_4	0.59
buf_4	0.61
buf_4	0.70
mux4_2	0.41
a22oi_1	0.36
a21oi_1	0.20
o41ai_1	0.49
nand4_1	0.14
[path summary, 6_finish.rpt]
| path | startpoint | endpoint | slack, ns | cells past startpoint |
|---|---|---|---|---|
| worst max-delay path | addr[1] | rd_data[2] | 8.74 | 10 |
| worst min-delay path | mem[98][3] | rd_data[3] | 0.99 | 5 |
| worst max register to register | mem[11][2] | rd_data[2] | 13.09 | 5 |
| worst min register to register | mem[98][3] | rd_data[3] | 0.99 | 5 |
[final cells by class]
cell class	count	area, sq um	share of cell area
multi-input combinational	1245	15800	0.178
clock buffer	247	5270	0.0595
sequential	2056	61700	0.698
tap	2624	3280	0.0371
antenna	3	7.51	0.0000849
clock inverter	103	727	0.00822
timing repair buffer	202	1670	0.0189
[placed cells by master, fill, tap and decap left out, drive strengths merged]
cell,count
diode,3
and2,2
nand2b,2
nor3,1
a22oi,256
or2,1
clkinv,88
clkbuf,247
nor3b,2
nor2b,7
and4,1
mux4,512
clkinvlp,2
a21oi,128
nand3,4
nor2,259
buf,186
edfxtp,2056
bufinv,8
nand4,8
o41ai,32
inv,5
clkdlybuf4s50,16
nand2,30
[cells by family (layout without fill, tap and decap cells)]
logic type,count (synthesis),after routing,share of synthesized area
mux,512,512,0.147
flops,2056,2056,0.788
other cells,0,3,0
buf+inv,225,552,0.0128
simple gates,317,317,0.0161
compound gates,416,416,0.0363
Power and IR drop assume default switching activity.
